## constraint.sdc

```tcl
current_design sb3

set clk_period 1.7
set clk_io_pct 0.2

create_clock -name clk0 -period $clk_period

set non_clock_inputs [all_inputs -no_clocks]
set_input_delay [expr $clk_period * $clk_io_pct] -clock clk0 $non_clock_inputs
set_output_delay [expr $clk_period * $clk_io_pct] -clock clk0 [all_outputs]
```

## design.v

```verilog
module sb3
(
	input wire [5:0] sub_in,
	output wire [3:0] sub_out
);
	reg [3:0] sb3f;
	always_comb begin : substitution
		case (sub_in)
			6'd0: sb3f = 4'd10;
			6'd1: sb3f = 4'd13;
			6'd2: sb3f = 4'd0;
			6'd3: sb3f = 4'd7;
			6'd4: sb3f = 4'd9;
			6'd5: sb3f = 4'd0;
			6'd6: sb3f = 4'd14;
			6'd7: sb3f = 4'd9;
			6'd8: sb3f = 4'd6;
			6'd9: sb3f = 4'd3;
			6'd10: sb3f = 4'd3;
			6'd11: sb3f = 4'd4;
			6'd12: sb3f = 4'd15;
			6'd13: sb3f = 4'd6;
			6'd14: sb3f = 4'd5;
			6'd15: sb3f = 4'd10;
			6'd16: sb3f = 4'd1;
			6'd17: sb3f = 4'd2;
			6'd18: sb3f = 4'd13;
			6'd19: sb3f = 4'd8;
			6'd20: sb3f = 4'd12;
			6'd21: sb3f = 4'd5;
			6'd22: sb3f = 4'd7;
			6'd23: sb3f = 4'd14;
			6'd24: sb3f = 4'd11;
			6'd25: sb3f = 4'd12;
			6'd26: sb3f = 4'd4;
			6'd27: sb3f = 4'd11;
			6'd28: sb3f = 4'd2;
			6'd29: sb3f = 4'd15;
			6'd30: sb3f = 4'd8;
			6'd31: sb3f = 4'd1;
			6'd32: sb3f = 4'd13;
			6'd33: sb3f = 4'd1;
			6'd34: sb3f = 4'd6;
			6'd35: sb3f = 4'd10;
			6'd36: sb3f = 4'd4;
			6'd37: sb3f = 4'd13;  
			6'd38: sb3f = 4'd9;
			6'd39: sb3f = 4'd0;
			6'd40: sb3f = 4'd8;
			6'd41: sb3f = 4'd6;
			6'd42: sb3f = 4'd15;
			6'd43: sb3f = 4'd9;
			6'd44: sb3f = 4'd3;
			6'd45: sb3f = 4'd8;
			6'd46: sb3f = 4'd0;
			6'd47: sb3f = 4'd7;
			6'd48: sb3f = 4'd11;
			6'd49: sb3f = 4'd4;
			6'd50: sb3f = 4'd1;
			6'd51: sb3f = 4'd15;
			6'd52: sb3f = 4'd2;
			6'd53: sb3f = 4'd14;
			6'd54: sb3f = 4'd12;
			6'd55: sb3f = 4'd3;
			6'd56: sb3f = 4'd5;
			6'd57: sb3f = 4'd11;
			6'd58: sb3f = 4'd10;
			6'd59: sb3f = 4'd5;
			6'd60: sb3f = 4'd14;
			6'd61: sb3f = 4'd2;
			6'd62: sb3f = 4'd7;
			6'd63: sb3f = 4'd12;
		endcase
	end
	assign sub_out = sb3f;
endmodule
```

## run.sh

```bash
#!/bin/bash
# OpenROAD 26Q1-2900-gdf79404cd8, Yosys 0.63+post, stock flow scripts
make -C /OpenROAD-flow-scripts/flow DESIGN_CONFIG=/design/flow/config.mk WORK_HOME=/design/flow/orfs finish
```

## config.mk

```make
export PLATFORM = sky130hd
export DESIGN_NAME = sb3
export DESIGN_NICKNAME = sb3
export VERILOG_FILES = /design/flow/design.v
export SDC_FILE = /design/flow/constraint.sdc
export NUM_CORES = 4
export LEC_CHECK = 1
export CORE_AREA = 10 10 70 70
export DIE_AREA = 0 0 80 80
```

==> impl_metrics.toml <==
# flow metrics
[floorplan]
die_area_sq_um = 6400
fp-row-count = 21
core_sq_um = 3420
io-pin-count = 10
initial_utilization_pct = 17.7
dieHeight_um = 80
die_w_um = 80

[worst_setup_path]
worst_ep_required_time_ns = 1.36
worst-setup-path-type = "input port to output port"
path_cells = "buf_8 > ha_4 > buf_6 > xnor2_4 > mux4_2 > mux2i_1 > buf_2"
cp.arrival_ns = 1.67
crit_path_end_kind = "output port"
max_stage_delay_ns = 0.45
path_delay_family = "multiplexers"
crit_fanout = 5
slowest_stage = "mux4_2"
start_kind = "input port"
path_buffers = 3

[synth]
yosys.stat.seqShare_pct = 0
yosys_cells = 85
yosys_area_sq_um = 603
ys_warn_count = 1
syn_inst = 85
top_cell = "nand2_1"
topCellsByArea = "ha_1, mux4_2, a211oi_1"
synth_top_area_share_pct = 12.4
synth.avg_cell_area_sq_um = 7.10
synthTopCellsByCount = "nand2_1, a21oi_1, ha_1"
yosysUniqueCellTypes = 36
largest_area_cell = "ha_1"
syn-cell-area_sq_um = 603

[timing]
setup_tns_ns = -1.02
slew_headroom_pct = 77.6
slew_violations = 0
hold_slack_ns = 1.24
timing.fmax_ghz = 0.498
final_hold_viol_count = 0
min_period_ns = 2.01
finalSetupViolCount = 4
tightestPinTransition_ns = 0.335
period_used_pct = 118
fin_ws_ns = -0.308
grt_setup_unrepaired = "true"

[grt]
use_met2_pct = 8.99
gr-usage-met1_pct = 9.12
grt_pass1_vias = 701
grt_max_degree = 13
antenna_found_initial = 0
grtUsageTotal_pct = 6.14
met3_usage_pct = 1.48
busiest_layer = "met1"
grt_pass1_wl_um = 3380
overflow = 0

[placed_design]
hpwl_um = 1390
globalplace.congestion = 0.888
numPortBuffers = 10
place_inst = 153

[route]
drt-initial-drc-count = 38
drt_wl_total_um = 1930
antenna_cells = 0
dr.pass1.iters = 4
drc_errors = 0
drtAntennaViolNets = 0
wire_per_inst_um = 12.1
vias = 730
via_per_inst = 4.59

[worst_hold_path]
min_path_type = "input port to output port"

[finish]
syn2layout_area_growth_pct = 67.0
stdcell_count = 159
seq_area_sq_um = 0
layout-drive-gt1-share_pct = 52.2
nClkBuffers = 0
flops = 0

[run_status]
outcome = "complete, but fails checks"
violations = "negative setup slack"

[power_and_ir_drop]
power.density_nw_per_um2 = 298
cellLeakagePower_nw = 0.423
ir_drop_uv = 157

[job]
drv_cap = 0
log.warning_count = 39

[cts]
holdBufCountCts = 0
==> tightest hold or removal path, stage by stage <==
cell and delay, ns:
clkbuf_2 0.15, buf_4 0.19, o32ai_1 0.10, buf_2 0.11
==> placed cells by master, fill, tap and decap left out, drive strengths merged <==
master         count
nor2b              2
or2                2
nand2             11
a211oi             5
xor2               1
o2111a             1
a21o               2
a21oi              6
clkbuf             1
o211ai             2
dlygate4sd2        2
a2111oi            3
xnor2              3
o32ai              1
and2               1
ha                 6
o311ai             1
buf               33
o21ai              7
nand2b             1
mux2i              3
clkdlybuf4s15      1
nor3               1
nor4               1
inv                6
nand3              2
a221oi             1
mux4               2
nor2               4
o31a               1
==> stage by stage <==
step	utilization (%)	total power (W)	worst slack, ns	instance area, sq um
after floorplan	-	0.000145	0.00709	632
after CTS	29.1	0.000292	-0.317	995
after detailed placement	26.0	0.000255	-1.15	888
after global placement	26.0	0.000251	-1.15	888
after global routing	29.5	0.000330	-0.366	1010
final	29.5	0.000300	-0.308	1010
==> per-layer routing <==
layer / vias up / share of wire, % / wire (um)
li1: 365 / - / -
met1: 341 / 48 / 924
met2: 22 / 44 / 846
met3: 2 / 7.0 / 135
met4: 0 / 0.99 / 19
met5: - / 0 / 0
==> logic make-up (layout without fill, tap and decap cells) <==
| group | after synthesis | in the layout | share of synthesized area [%] |
|---|---|---|---|
| adders and majority gates | 6 | 6 | 12.4 |
| and+or+nand+nor | 25 | 25 | 20.3 |
| muxes | 5 | 5 | 12.4 |
| buffers and inverters | 15 | 43 | 14.9 |
| AOI/OAI and AO/OA | 30 | 30 | 34.0 |
| xor gates and xnor gates | 4 | 4 | 5.81 |
==> area by class of cell <==
class | instances | area [sq um]
fill | 364 | 2410
multi-input combinational | 70 | 604
timing repair buffer | 37 | 318
tap | 46 | 57.6
inverter | 6 | 27.5
==> report_power, final <==
part           internal, W  leakage [nW]  total [W]  switching (W)
Combinational     0.000165         0.423   0.000300       0.000136
Clock                    0             0          0              0
Sequential               0             0          0              0
==> repair_timing <==
| item | in CTS | in global routing |
|---|---|---|
| buffers inserted | 6 | 0 |
| setup endpoints to repair | 4 | 4 |
| resized | 52 | 10 |
| pin swaps | 6 | 5 |
==> path summary, 6_finish.rpt <==
path	from	endpoint	slack [ns]	cells past startpoint
setup / recovery	sub_in[1]	sub_out[1]	-0.31	7
hold / removal	sub_in[5]	sub_out[3]	1.24	4
Power is estimated from default activity; no workload was simulated.
